[flow/run.sh]
#!/bin/bash
# OpenROAD 26Q1-2900-gdf79404cd8, Yosys 0.63+post, stock flow scripts
make -C /OpenROAD-flow-scripts/flow DESIGN_CONFIG=/design/flow/config.mk WORK_HOME=/design/flow/orfs finish
[flow/config.mk]
export PLATFORM = sky130hd
export DESIGN_NAME = add_4bit
export DESIGN_NICKNAME = add_4bit
export VERILOG_FILES = /design/flow/design.v
export SDC_FILE = /design/flow/constraint.sdc
export NUM_CORES = 4
export LEC_CHECK = 1
export CORE_AREA = 10 10 70 70
export DIE_AREA = 0 0 80 80
[flow/constraint.sdc]
current_design add_4bit

set clk_period 3.0
set clk_io_pct 0.2

create_clock -name clk0 -period $clk_period

set non_clock_inputs [all_inputs -no_clocks]
set_input_delay [expr $clk_period * $clk_io_pct] -clock clk0 $non_clock_inputs
set_output_delay [expr $clk_period * $clk_io_pct] -clock clk0 [all_outputs]
[flow/design.v]
module add_4bit(
	input   wire [3:0]	A,
	input   wire [3:0]	B,
	input	wire		C_i,
	output  wire [3:0] 	S,
	output  wire		C_o
);
wire [3:0] P,G;
wire	G11;
wire	G12;
wire	G13;
wire	G14;
wire	G15;
wire	G16;
wire	G17;
wire	G18;
wire	G19;
wire	G20;
wire	T0;
wire	T1;
wire	T2;
XOR2 X0(.Z(P[0]),.A(A[0]),.B(B[0]));
XOR2 X1(.Z(P[1]),.A(A[1]),.B(B[1]));
XOR2 X2(.Z(P[2]),.A(A[2]),.B(B[2]));
XOR2 X3(.Z(P[3]),.A(A[3]),.B(B[3]));
AND2 A0(.Z(G[0]),.A(A[0]),.B(B[0]));
AND2 A1(.Z(G[1]),.A(A[1]),.B(B[1]));
AND2 A2(.Z(G[2]),.A(A[2]),.B(B[2]));
AND2 A3(.Z(G[3]),.A(A[3]),.B(B[3]));
AND2 A4(.Z(G11),.A(P[3]),.B(G[2]));
AND3 A5(.Z(G12),.A(P[3]),.B(P[2]),.C(G[1]));
AND4 A6(.Z(G13),.A(P[3]),.B(P[2]),.C(G[0]),.D(P[1]));
AND5 A7(.Z(G14),.A(P[3]),.B(P[2]),.C(P[1]),.D(C_i),.E(P[0]));
AND2 A8(.Z(G15),.A(P[2]),.B(G[1]));
AND3 A9(.Z(G16),.A(P[2]),.B(P[1]),.C(G[0]));
AND4 A10(.Z(G17),.A(P[2]),.B(P[1]),.C(C_i),.D(P[0]));
AND2 A11(.Z(G18),.A(P[1]),.B(G[0]));
AND3 A12(.Z(G19),.A(P[1]),.B(P[0]),.C(C_i));
AND2 A13(.Z(G20),.A(P[0]),.B(C_i));
OR5	O0(.Z(C_o),.A(G11),.B(G12),.C(G13),.D(G[3]),.E(G14));
OR4	O1(.Z(T0),.A(G15),.B(G16),.C(G17),.D(G[2]));
XOR2 X4(.Z(S[3]),.A(P[3]),.B(T0));
OR3	O2(.Z(T1),.A(G19),.B(G18),.C(G[1]));
XOR2 X5(.Z(S[2]),.A(P[2]),.B(T1));
OR2	O3(.Z(T2),.A(G20),.B(G[0]));
XOR2 X6(.Z(S[1]),.A(P[1]),.B(T2));
XOR2 X7(.Z(S[0]),.A(P[0]),.B(C_i));
endmodule
module DFF(
            A,
			B,
			C,
			Z);
input A;
input B;
input C;
output Z;
reg Z;
always@(posedge B or posedge C)
begin
    if(C==1'b1)
	    Z<=  {$random} % 2;
	else
        Z <= A;
end
endmodule
module NOT(
            A,
			Z
			);
input A;
output Z;			
wire Z;
assign Z= ~A;
endmodule
module AND2(
            A,
			B,
			Z
			);
input A;
input B;
output Z;			
wire Z;
assign Z= A&B;
endmodule
module XOR2(
            A,
			B,
			Z
			);
input A;
input B;
output Z;			
wire Z;
assign Z= A^B;
endmodule
module AND3(
            A,
			B,
			C,
			Z
			);
input A;
input B;
input C;
output Z;			
wire Z;
assign Z= A&B&C;
endmodule
module AND4(
            A,
			B,
			C,
			D,
			Z
			);
input A;
input B;
input C;
input D;
output Z;			
wire Z;
assign Z= A&B&C&D;
endmodule
module AND5(
            A,
			B,
			C,
			D,
			E,
			Z
			);
input A;
input B;
input C;
input D;
input E;
output Z;			
wire Z;
assign Z= A&B&C&D&E;
endmodule
module NAND2(
            A,
			B,
			Z
			);
input A;
input B;
output Z;			
wire Z;
assign Z= ~(A&B);
endmodule
module NAND3(
            A,
			B,
			C,
			Z
			);
input A;
input B;
input C;
output Z;			
wire Z;
assign Z=~(A&B&C);
endmodule
module NAND4(
            A,
			B,
			C,
			D,
			Z
			);
input A;
input B;
input C;
input D;
output Z;			
wire Z;
assign Z= ~(A&B&C&D);
endmodule
module OR2(
            A,
			B,
			Z
			);
input A;
input B;
output Z;			
wire Z;
assign Z= A|B;
endmodule
module OR3(
            A,
			B,
			C,
			Z
			);
input A;
input B;
input C;
output Z;			
wire Z;
assign Z= A|B|C;
endmodule
module OR4(
            A,
			B,
			C,
			D,
			Z
			);
input A;
input B;
input C;
input D;
output Z;			
wire Z;
assign Z= A|B|C|D;
endmodule
module OR5(
            A,
			B,
			C,
			D,
			E,
			Z
			);
input A;
input B;
input C;
input D;
input E;
output Z;			
wire Z;
assign Z= A|B|C|D|E;
endmodule
module NOR2(
            A,
			B,
			Z
			);
input A;
input B;
output Z;			
wire Z;
assign Z= ~(A|B);
endmodule
module NOR3(
            A,
			B,
			C,
			Z
			);
input A;
input B;
input C;
output Z;			
wire Z;
assign Z=~(A|B|C);
endmodule
module NOR4(
            A,
			B,
			C,
			D,
			Z
			);
input A;
input B;
input C;
input D;
output Z;			
wire Z;
assign Z= ~(A|B|C|D);
endmodule
==> results.sh <==
# source this file to load flow results
export IMPL_status="finished clean"
export IMPL_ys_area_um2=209
export IMPL_cp_end_kind="output port"
export IMPL_yosys_cell_types_count=12
export IMPL_period_used_pct=94.7
export IMPL_drcViolationCount=0
export IMPL_die_x_um=80
export IMPL_finalSetupViolCount=0
export IMPL_yosysWarnings=0
export IMPL_overflow=0
export IMPL_grt_usage_pct=1.92
export IMPL_start_kind="input port"
export IMPL_layout_top_cell="clkdlybuf4s50_1"
export IMPL_fp_dieH_um=80
export IMPL_dp_hpwl_um=612
export IMPL_drv_slew=0
export IMPL_rows=21
export IMPL_hp_class="in2out"
export IMPL_yosys_area_top_type_share_pct=29.9
export IMPL_final_cells=81
export IMPL_dieArea_um2=6400
export IMPL_coreArea_um2=3420
export IMPL_vias_per_cell=2.33
export IMPL_wl_um=636
export IMPL_antenna_cells=0
export IMPL_min_from="B[0]"
export IMPL_syn_area_per_cell_um2=8.36
export IMPL_largest_area_cell="ha_1"
export IMPL_worstPathMaxFanout=3
export IMPL_fin_ws_ns=0.159
export IMPL_syn_cell_area_um2=209
export IMPL_rsz0062_at_grt="false"
export IMPL_syn_to_final_growth_pct=88.6
export IMPL_io_pins=14
export IMPL_flops=0
export IMPL_top_cells_by_area="ha_1, buf_4, fa_1, xor2_1, inv_1"
export IMPL_critical_path_class="in2out"
export IMPL_ant_nets=0
export IMPL_regArea_um2=0
export IMPL_power_density_nw_per_um2=165
export IMPL_grt_pass1_vias=200
export IMPL_ctsHoldBuffers=0
export IMPL_grt_pass1_wl_um=979
export IMPL_tightestPinTransition_ns=0.223
export IMPL_warnings=33
export IMPL_drt_iter0_markers=0
export IMPL_grt_max_degree=5
export IMPL_p_leak_nw=0.173
export IMPL_final_cell_mix="clkdlybuf4s50_1, inv_1, ha_1"
export IMPL_wl_per_cell_um=7.85
export IMPL_cap_violations=0
export IMPL_utilization_pct=11.5
export IMPL_port_buffers=14
export IMPL_cp_endpoint="S[3]"
export IMPL_netlist_instances=25
export IMPL_period_needed_ns=2.84
export IMPL_max_slew_margin_rel_pct=85.1
export IMPL_irDropWorstVdd_v=0.0000128
export IMPL_antenna_found_initial=0
export IMPL_cp_required_ns=2.40
export IMPL_ys_seq_share_pct=0
export IMPL_dp_cells=81
export IMPL_fp_util_pct=6.12
export IMPL_max_freq_ghz=0.352
export IMPL_num_vias=189
export IMPL_hold_depth=5
export IMPL_place_ws_ns=-0.0124
export IMPL_place_gp_congestion=0.739
export IMPL_hold_violations=0
export IMPL_crit_arrival_ns=2.24
export IMPL_cts_setup_buffers=0
export IMPL_ys_cells=25
export IMPL_final_clkbuf_count=0
export IMPL_drive_gt1_share_pct=5.71
export IMPL_first_pass_iters=1
export IMPL_crit_start="A[1]"
export IMPL_whs_ns=2.04
==> timing repair <==
action,4_1_cts,5_1_grt
pin swaps,1,1
resized,0,3
endpoints found under the setup margin,1,3
==> metal layers <==
metal / part of all wire, % / track usage (%) / up-vias
met5: 0 / 0 / -
li1: - / - / 100
met2: 69 / 4.49 / 2
met3: 4.7 / 0.341 / 0
met4: 0 / 0 / 0
met1: 26 / 1.59 / 87
==> where the power goes <==
part           internal (mW)  total [mW]  switching (mW)
sequential                 0           0               0
clock                      0           0               0
combinational         0.0441      0.0652          0.0211
total                 0.0441      0.0652          0.0211
==> layout make-up <==
type	count	area, µm²
tap	46	57.6
inverter	4	15.0
timing repair buffer	14	145
fill	406	3020
multi-input combinational	17	176
==> cell families after synthesis <==
kind of cell / after synthesis / synth area share, %
AND/OR/NAND/NOR: 2 / 3.59
buffers and inverters: 8 / 21.6
XOR/XNOR: 3 / 12.6
adder cells (fa/ha/maj): 6 / 39.5
AND-OR/OR-AND: 6 / 22.8
==> metrics by stage <==
step / TNS (ns) / total power, mW / cell area (µm²)
after floorplan: 0 / 0.0370 / 209
after global placement: 0 / 0.0647 / 377
after detailed placement: -0.0124 / 0.0657 / 377
after CTS: 0 / 0.0660 / 377
after global routing: 0 / 0.0735 / 394
final: 0 / 0.0652 / 394
==> Yosys cell counts <==
library cell and n:
a21o_1 1, ha_1 5, fa_1 1, a211oi_2 1, xnor2_1 1, o21ai_1 1, inv_1 4, nor2_1 2
xor2_1 2, o21bai_1 2, a211oi_1 1, buf_4 4
==> how the worst min path moves through the flow <==
stage,endpoint
after CTS,S[3]
after global routing,S[0]
final,S[0]
==> critical path, stage by stage <==
cell             delay [ns]
clkdlybuf4s50_1        0.40
ha_1                   0.33
o21ai_1                0.09
o21bai_1               0.17
xor2_1                 0.16
clkdlybuf4s50_1        0.49
Power and IR drop assume default switching activity.
